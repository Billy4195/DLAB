**config.mk**
```make
export PLATFORM = sky130hd
export DESIGN_NAME = GP
export DESIGN_NICKNAME = GP
export VERILOG_FILES = /design/flow/design.v
export SDC_FILE = /design/flow/constraint.sdc
export NUM_CORES = 4
export LEC_CHECK = 1
export CORE_UTILIZATION = 40
```
**constraint.sdc**
```tcl
current_design GP

set clk_period 15.8
set clk_io_pct 0.2

create_clock -name clk0 -period $clk_period [get_ports {clk}]

set non_clock_inputs [all_inputs -no_clocks]
set_input_delay [expr $clk_period * $clk_io_pct] -clock clk0 $non_clock_inputs
set_output_delay [expr $clk_period * $clk_io_pct] -clock clk0 [all_outputs]
```
**design.v**
```verilog
`timescale 1ns / 1ps
module GP(
	input clk,
	input [9:0]midx,
	input [9:0]midy,
	input [9:0]x,
	input [9:0]y,
	output reg [2:0]rgb,
	output reg gp_valid
    );
	wire [9:0] x_;
	wire [9:0] y_;
	reg [25:0] cnt;
	assign x_ = x > midx ? x - midx : midx - x;
	assign y_ = y > midy ? y - midy : midy - y;
	always@(*)begin
		if(  ((x_*x_) + (y_*y_) <= 16*16))begin
			gp_valid <= 1;
			if(cnt <= 5000000)begin
				if((x+y > midx+midy) ||(x+midy < y+midx))begin
					rgb <= 3'b110;
					gp_valid <= 1;
				end
				else
					gp_valid <= 0;
			end
			else if(cnt <= 10000000)begin
				rgb <= 3'b110;
				gp_valid <= 1;
			end
		end
		else 
			gp_valid <= 0;
	end
	always@(posedge clk)begin
		if(cnt >=10000000)
			cnt <= 0;
		else
			cnt <= cnt + 1 ;
	end
endmodule
```
**run.sh**
```bash
#!/bin/bash
# OpenROAD 26Q1-2900-gdf79404cd8, Yosys 0.63+post, stock flow scripts
make -C /OpenROAD-flow-scripts/flow DESIGN_CONFIG=/design/flow/config.mk WORK_HOME=/design/flow/orfs finish
```
==> changes_impl.md <==
## Flow update

- # port buffers: roughly 40
- All-Layer GR Usage: 0.195
- Yosys chip area: ~0.010 sq mm
- Number of flip-flops in the largest register: 26
- Most used cell, CP: fa_1
- Tool warnings: approximately 46
- CTS Buf Count: 3
- Fin. Hold Viols: 0
- Insertion Delay late pin: between 0.2 and 0.3 ns
- Most used logic cell in the final layout: inv_1
- CP Launch Type: primary input
- Final Cycle Share: 0.967
- Sequential cell area: 520 sq um
- CP required: ~13 ns
- Layout cells sized above 1: 0.0863
- Remaining routing DRC violations: 0
- Ys async rst share: 0
- Avg Cell Area, Syn: between 8 and 9 sq um
- Cell row count: around 58
- Placed inst area: 0.0114 sq mm
- Final worst path period need: 15.28 ns
- Most used DFF post-synth: dfxtp_1
- Final max-slew violation count: 0
- Initial antenna violation count: 0
- Worst-path clk slew: about 0.060 ns
- Synth unique cells: roughly 65
- Io pins: between 40 and 50
- Slowest stage delay, CP: roughly 0.55 ns
- Setup WS pre-CTS: between 0.1 and 0.15 ns
- Fin Setup TNS: 0 ns
- Die x size: approximately 160 microns
- Logic area: ~0.009 sq mm
- Seq/Total Area, Yosys: 0.0498
- Global-route wire length before repair: about 40000 microns
- MaxCap Viol Count: 0
- Setup Viol. Count Final: 0
- Synth flops: 26
- Final RePlAce weighted congestion: ~0.94
- Final worst slack: about 0.52 ns
- Largest net degree at the start of global routing: 25
- Slew @ Worst Pin: between 0.7 and 0.8 ns
- Core area: about 0.025 sq mm
- Most frequent cells in the layout: inv_1, ha_1, fa_1
- Grt ovf: 0
- Clock Skew: 0.00410 ns
- Pre-antenna DRT Iters: 4
- H-tree depth: 1
- CTS hold repair buffers: 0
- Critical-path top delay cell: clkdlybuf4s50_1
- Synth top area cells: fa_1, ha_1, inv_1
- Root Buffer: clkbuf_16
- CTS tree: yes
- Post-synthesis cell count: 1243
- Area delta synth->final: 11.9%
- Area leader share: 0.266
- Vias after detailed routing: about 8000
- Clock buffer depth: 2
- Crit path DAT: 12.12 ns
- DR vias/cell: 4.97
- DR iter-0 viols: between 200 and 300
- Worst min path class: reg2reg
- Biggest register: cnt
- Synth Cell Area: 0.0105 sq mm
- Top flop regs: cnt x26
- WL final: between 20000 and 25000 microns
- Remaining antenna violation count: 0
- Cell accounting for the most synthesized area: fa_1
- FMAX: around 0.065 GHz
- Slew HR: 0.503
- # clock sinks: 26
- Ys cells: approximately 1200
- Vias in the first global route: 8426
- Fin area: approximately 0.012 sq mm
- CP delay by family, top: adder cells
- Worst-path fanout max: 6
- DPL Wire Length: around 20000 microns
- Chip area: 0.0268 sq mm
- Critical path class: in2out
- Ys Warns: 1
- Crit end category: output port
- Flip-flops with a built-in enable: 0
- Status: completed
- Die Ht: 164 microns
- Core utilization at floorplan: 0.412
- ANT cells: 0
- FILL cells: 2495
- WL/cell: about 14 microns
- CP bufs+invs: 9
Yosys cell counts (7+ instances only):
master / instances
a21o_1: 28
a21oi_1: 63
and2_1: 7
clkbuf_1: 16
dfxtp_1: 26
fa_1: 139
ha_1: 178
inv_1: 251
mux2i_1: 14
nand2_1: 38
nand2b_1: 19
nand3_1: 14
nand4_1: 8
nor2_1: 130
nor2b_1: 15
nor3_1: 14
o21ai_0: 35
o21bai_1: 16
o22ai_1: 7
or2_2: 26
xnor2_1: 59
xor2_1: 32
worst register-to-register path, cell delays in order (launching register included):
cell and delay (ns):
dfxtp_1 0.36, o211a_1 0.23, o21ai_0 0.16, nand2_1 0.08
a2111oi_0 0.44, o21ai_0 0.14, a211o_1 0.60, nor2_1 0.20
metrics by stage:
stage | hold slack [ns] | utilization | instances
finish | 0.463 | 0.461 | 1639
global route | 0.501 | 0.461 | 1639
CTS | 0.466 | 0.454 | 1630
detailed placement | 0.452 | 0.451 | 1626
global placement | 0.440 | 0.451 | 1626
floorplan | 0.430 | - | 1246
worst paths after layout:
kind | startpoint | end | slack (ns) | depth (start not counted)
max | midx[6] | gp_valid | 0.52 | 33
min | cnt[0] | cnt[0] | 0.46 | 1
max reg2reg | cnt[7] | cnt[10] | 13.53 | 7
min reg2reg | cnt[0] | cnt[0] | 0.46 | 1
repair_timing:
action	4_1_cts	5_1_grt
endpoints found under the hold margin	0	0
setup buffers	0	8
endpoints found under the setup margin	0	1
resized	0	23
layout make-up:
type | count | share of cell area
Clock buffer | 4 | 0.00759
Inverter | 254 | 0.0815
Multi-Input combinational cell | 939 | 0.766
Sequential cell | 26 | 0.0445
Tap cell | 330 | 0.0353
Timing Repair Buffer | 86 | 0.0650
kinds of logic (layout without fill, tap and decap cells):
kind of cell | Yosys count | in the layout | share of synthesized area
flops | 26 | 26 | 0.0498
buf+inv | 282 | 344 | 0.104
fa+ha+maj | 317 | 317 | 0.479
simple gates | 300 | 300 | 0.140
other cells | 2 | 5 | 0.000718
xor+xnor | 93 | 93 | 0.0793
compound gates | 204 | 205 | 0.128
mux | 19 | 19 | 0.0194
layer usage:
metal / part of all wire / vias up / track usage
li1: - / 4144 / -
met1: 0.49 / 3848 / 0.295
met2: 0.46 / 141 / 0.318
met3: 0.042 / 14 / 0.0258
met4: 0.0078 / 0 / 0.0177
met5: 0 / - / 0
