$ cat ./config.mk
export PLATFORM = sky130hd
export DESIGN_NAME = TP
export DESIGN_NICKNAME = TP
export VERILOG_FILES = /design/flow/design.v
export SDC_FILE = /design/flow/constraint.sdc
export NUM_CORES = 4
export LEC_CHECK = 1
export CORE_UTILIZATION = 40
$ cat ./constraint.sdc
current_design TP

set clk_period 16.9
set clk_io_pct 0.2

create_clock -name clk0 -period $clk_period

set non_clock_inputs [all_inputs -no_clocks]
set_input_delay [expr $clk_period * $clk_io_pct] -clock clk0 $non_clock_inputs
set_output_delay [expr $clk_period * $clk_io_pct] -clock clk0 [all_outputs]
$ cat ./design.v
`timescale 1ns / 1ps
module TP(
	input clk,
	input show,
	input [1:0]id,
	input [9:0]midx,
	input [9:0]midy,
	input [9:0]x,
	input [9:0]y,
	output reg [2:0]rgb,
	output reg tp_valid
    );
	wire [9:0] x_;
	wire [9:0] y_;
	assign x_ = x > midx ? x - midx : midx - x;
	assign y_ = y > midy ? y - midy : midy - y;
	always@(*)begin
		if(show)begin
			case(id)
			0:begin
				if(x <= midx+8 && x >= midx-8 && y <= midy+8 && y >= midy-8)begin
					rgb <= 3'b001;
					tp_valid <= 1;
				end
				else tp_valid <=0;
			end
			1:begin
				if(y <= midy+20 && 2*x+midy < y+2*midx && 2*x+y > 2*midx+midy)begin
					rgb <= 3'b010;
					tp_valid <= 1;
				end
				else tp_valid <=0;
			end
			2:begin
				if( x_*x_ + y_*y_ <= 10*10)begin
					rgb <= 3'b100;
					tp_valid <= 1;
				end
				else tp_valid <=0;
			end
			3:begin
				if( x_*x_ + y_*y_ <= 10*10)begin
					rgb <= 3'b101;
					tp_valid <= 1;
				end
				else tp_valid <=0;
			end
			default:
				tp_valid <= 0;
         endcase
		end
		else
			tp_valid <= 0;
	end
endmodule
$ cat ./run.sh
#!/bin/bash
# OpenROAD 26Q1-2900-gdf79404cd8, Yosys 0.63+post, stock flow scripts
make -C /OpenROAD-flow-scripts/flow DESIGN_CONFIG=/design/flow/config.mk WORK_HOME=/design/flow/orfs finish
==> flow_summary.yaml <==
# implementation run metrics
outcome:
  outcome: "finished, final reports clean"
final_layout:
  layout-drive-gt1-share: 0.0991
  mostFrequentLayoutCells: "inv_1 (245), ha_1 (223), fa_1 (137)"
  largest_register_ffs: 3
  final_util: 0.465
  syn_to_final_growth_pct: 14.4
  finalNonFillerCells: 1872
  fillCellCount: 2755
  top_register: "rgb"
  biggestRegsByFlops: "rgb: 3 flops"
  mostFrequentLayoutCell: "inv_1"
floorplanning:
  ios: 48
  die_area_mm2: 0.0289
  die_y_um: 170
  rows: 61
  die_w_um: 170
  initCoreUtil: 0.407
  core-area_mm2: 0.0278
place:
  dp_cells: 1872
  globalplace.congestion: 0.913
  io_buffers: 47
  hpwl_um: 25800
final_timing:
  setup_viol: 0
  finalClockPeriodUsage: 0.968
  hold_viol: 0
  max_freq_mhz: 61.1
  final_max_slew_viol_count: 0
  worst_slew_pin_slew_ns: 0.925
  period_needed_ns: 16.35
  untimed_endpoints: 6
  unclocked_regs: 3
  slew_headroom: 0.367
setup_path:
  crit_path_end_kind: "output pin"
  critPathLaunch: "y[5]"
  crit_path_start_kind: "input port"
  crit_fanout: 7
  path_class: "in2out"
  cp.required_ns: 13.52
  crit_path_frequent_cell: "fa_1"
  slowest_stage: "clkdlybuf4s50_1"
  crit_arrival_ns: 12.97
  slowest_delay_ns: 0.57
route:
  route.met2.wl_um: 13300
  via_count: 9697
  drtIter0Drc: 401
  dr_wl_met3_um: 1300
  ant_nets: 0
  top_layer: "met4"
  drc_errors: 0
  routedWlPerCell_um: 15.3
  viasPerCell: 5.18
  routed_wl_um: 28700
  antenna_cells: 0
  wirelength_met1_um: 13600
  drt_first_pass_iters: 4
yosys:
  edf_count: 0
  ys_types: 77
  ys_area_mm2: 0.0113
  ys.flops: 3
  synthesis.area_mm2: 0.0113
  ys_cells: 1387
  syn_inst: 1387
  synth_top_flop_cell: "dlxtn_1"
  synth_warnings: 1
  syn_area_per_cell_um2: 8.14
  async_reset_ff_frac: 0
clock_network:
  cts_setup_buffers: 0
  cts_hold_buf: 0
  post_cts_resized: 0
min_path:
  min_path_type: "in2out"
  hp-start: "id[0]"
  hold_path_end: "tp_valid"
  hold_path_depth: 5
global_routing:
  antenna_found_initial: 0
  grt_first_pass_wirelength_um: 48200
  grt_util_all_layers: 0.217
  grt_overflow: 0
  grt_start_max_net_pins: 18
  grt_pass1_vias: 9697
flow_run:
  warnings: 62
  max_cap_viol_count: 0
## worst max-delay path: cells and delay by family
kind,cells,cell delay (ns)
adder cells (fa/ha/maj),9,4.16
buffers and inverters,8,1.62
multiplexers,1,0.28
AND-OR/OR-AND,6,1.38
XOR/XNOR,1,0.24
AND/OR/NAND/NOR,8,1.91
## cell type report
type | instances | area [µm²] | share of cell area
inverters | 248 | 931 | 0.0720
repair buffers | 141 | 1180 | 0.0912
flip-flops and latches | 3 | 45.0 | 0.00348
multi-input cells | 1102 | 10300 | 0.797
well taps | 378 | 473 | 0.0366
## worst max-delay path by stage
stage,end,slack (ns),depth (start not counted)
5_1_grt,tp_valid,-0.0004,35
4_1_cts,tp_valid,0.13,28
6_report,tp_valid,0.55,33
## metrics by stage
step	hold WS (ns)	setup slack, ns	setup TNS (ns)	instance area, µm²
after floorplan	7.05	1.54	0	11300
after global placement	8.11	0.193	0	12800
after detailed placement	8.16	0.189	0	12800
after CTS	8.16	0.130	0	12800
after global routing	8.25	-0.000386	-0.000386	12900
final	8.12	0.546	0	12900
## Yosys cell counts, types with 4 or more instances
cell / count / area (µm²)
a31oi_1: 13 / 81.3
a21oi_1: 76 / 380
o2111ai_1: 4 / 35.0
fa_1: 138 / 2760
nor3b_1: 5 / 37.5
inv_1: 245 / 920
o211ai_1: 8 / 60.1
or3_1: 9 / 56.3
buf_2: 11 / 55.1
o31ai_1: 4 / 30.0
o41ai_1: 4 / 35.0
and4_1: 4 / 35.0
nand4_1: 13 / 81.3
nand2_1: 54 / 203
o311ai_0: 4 / 35.0
nor2b_1: 25 / 156
xor2_1: 15 / 131
o21bai_1: 22 / 165
nand3_1: 29 / 145
nand3b_1: 4 / 30.0
nor4_1: 7 / 43.8
and2_1: 8 / 50.1
nor3_1: 35 / 175
a2111oi_0: 5 / 43.8
o31a_1: 6 / 52.6
a211oi_1: 7 / 52.6
and3_1: 17 / 106
xnor2_1: 64 / 561
a21o_1: 30 / 225
o21a_1: 24 / 180
or2_2: 13 / 81.3
mux2i_1: 12 / 120
o21ai_0: 47 / 235
ha_1: 224 / 2800
clkbuf_1: 20 / 75.1
or4_1: 4 / 30.0
nor2_1: 103 / 387
nand2b_1: 14 / 87.6
## cell families after synthesis
family / after synthesis / synth area share
AOI/OAI and AO/OA: 286 / 0.169
and+or+nand+nor: 360 / 0.164
buffers and inverters: 282 / 0.0955
xor gates and xnor gates: 80 / 0.0627
latches: 3 / 0.00399
adders and majority gates: 362 / 0.493
muxes: 14 / 0.0126
## per-layer routing
metal / global-route usage / vias up
met2: 0.362 / 159
met1: 0.310 / 4573
li1: - / 4936
met4: 0.0317 / 0
met3: 0.0341 / 29
met5: 0 / -
